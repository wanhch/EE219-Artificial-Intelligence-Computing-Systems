==> design.v <==
`timescale 1ns / 1ps
module im2col #(
    parameter IMG_W       = 8,
    parameter IMG_H       = 8,
    parameter DATA_WIDTH  = 8,
    parameter ADDR_WIDTH  = 32,
    parameter FILTER_SIZE = 3,
    parameter IMG_BASE    = 16'h0000,
    parameter IM2COL_BASE = 16'h2000
) (
    input clk,
    input rst,
    input  [DATA_WIDTH-1:0] data_rd,
    output [DATA_WIDTH-1:0] data_wr,
    output [ADDR_WIDTH-1:0] addr_wr,
    output [ADDR_WIDTH-1:0] addr_rd,
    output reg done,
    output reg mem_wr_en
);
  localparam IMG_H_WIDTH   = (IMG_H == 1 ? 1:$clog2(IMG_H));
  localparam IMG_W_WIDTH   = (IMG_W == 1 ? 1:$clog2(IMG_W));
  localparam IMG_WIDTH     = ((IMG_W * IMG_H) == 1 ? 1:$clog2(IMG_W * IMG_H));
  localparam FILTER_WIDTH  = $clog2(FILTER_SIZE)+1;
  localparam FILTER2_WIDTH = $clog2(FILTER_SIZE * FILTER_SIZE)+1;
  localparam FILTER_MID    = (FILTER_SIZE - 1) / 2;
  reg [DATA_WIDTH-1:0]    img [IMG_H-1:0][IMG_W-1:0];
  reg [ADDR_WIDTH-1:0]    rd_addr;
  reg [ADDR_WIDTH-1:0]    wt_addr;
  reg [IMG_WIDTH-1:0]     pixel_cnt;
  reg [FILTER2_WIDTH-1:0] kernel_cnt;
  reg [DATA_WIDTH-1:0]    data;
  reg [1:0]               mode;
  wire [IMG_H_WIDTH-1:0]  pixel_row;
  wire [IMG_W_WIDTH-1:0]  pixel_col;
  wire [FILTER_WIDTH-1:0] kernel_row;
  wire [FILTER_WIDTH-1:0] kernel_col;
  wire [IMG_WIDTH-1:0]     _pixel_row;
  wire [IMG_WIDTH-1:0]     _pixel_col;
  wire [FILTER2_WIDTH-1:0] _kernel_row;
  wire [FILTER2_WIDTH-1:0] _kernel_col;
  assign _pixel_row  = (pixel_cnt / IMG_W);
  assign pixel_row   = _pixel_row[IMG_H_WIDTH-1:0];
  assign _pixel_col  = pixel_cnt % IMG_W;
  assign pixel_col   = _pixel_col[IMG_W_WIDTH-1:0];
  assign _kernel_row = kernel_cnt / FILTER_SIZE;
  assign kernel_row  = _kernel_row[FILTER_WIDTH-1:0];
  assign _kernel_col = kernel_cnt % FILTER_SIZE;
  assign kernel_col  = _kernel_col[FILTER_WIDTH-1:0];
  assign data_wr = data;
  assign addr_wr = wt_addr;
  assign addr_rd = rd_addr;
  always @(posedge clk or posedge rst) begin
    if(rst) begin
      done       <= 1'b0;
      mem_wr_en  <= 1'b0;
      mode       <= 2'b0;
      rd_addr    <= IMG_BASE;
      wt_addr    <= IM2COL_BASE - 1;
      pixel_cnt  <= 0;
      kernel_cnt <= 0;
    end else begin
      if (mode == 2'b0) begin
        rd_addr <= IMG_BASE + pixel_cnt *1 + 1;
        mode    <= 2'b1;
      end else if (mode == 2'b1) begin
        pixel_cnt <= pixel_cnt + 1;
        rd_addr   <= IMG_BASE + pixel_cnt *1 + 2;
        img[pixel_row][pixel_col] <= data_rd;
        mode <= 2'b10;
      end else if (mode == 2'b10) begin
        if (pixel_cnt < IMG_W*IMG_H) begin
          rd_addr <= IMG_BASE + pixel_cnt *1 + 2;
          img[pixel_row][pixel_col] <= data_rd;
          pixel_cnt <= pixel_cnt + 1;
        end else begin
          pixel_cnt <= 0;
          mode      <= 2'b11;
        end
      end else if (mode == 2'b11) begin
        if (pixel_cnt < IMG_W*IMG_H) begin
          mem_wr_en <= 1'b1;
          wt_addr   <= wt_addr + 1;
          if (kernel_cnt < FILTER_SIZE*FILTER_SIZE-1) begin
            kernel_cnt <= kernel_cnt + 1;
          end else begin
            kernel_cnt <= 0;
            pixel_cnt  <= pixel_cnt + 1;
          end
          if (FILTER_MID <= pixel_row*1 + kernel_row*1 && pixel_row*1 + kernel_row*1 < IMG_H + FILTER_MID && FILTER_MID <= pixel_col*1 + kernel_col*1 && pixel_col*1 + kernel_col*1 < IMG_W + FILTER_MID) begin
            data <= img[kernel_row + pixel_row*1 - FILTER_MID][kernel_col + pixel_col*1 - FILTER_MID];
          end else begin
            data <= 0;
          end
        end else begin
          mem_wr_en <= 1'b0;
          done      <= 1'b1;
        end
      end
    end
  end
endmodule
==> run.sh <==
#!/bin/bash
# OpenROAD 26Q1-2900-gdf79404cd8, Yosys 0.63+post, stock flow scripts
make -C /OpenROAD-flow-scripts/flow DESIGN_CONFIG=/design/flow/config.mk WORK_HOME=/design/flow/orfs finish
==> config.mk <==
export PLATFORM = sky130hd
export DESIGN_NAME = im2col
export DESIGN_NICKNAME = im2col
export VERILOG_FILES = /design/flow/design.v
export SDC_FILE = /design/flow/constraint.sdc
export NUM_CORES = 4
export LEC_CHECK = 1
export CORE_AREA = 10 10 84 84
export DIE_AREA = 0 0 94 94
==> constraint.sdc <==
current_design im2col

set clk_period 1.8
set clk_io_pct 0.2

create_clock -name clk0 -period $clk_period [get_ports {clk}]

set non_clock_inputs [all_inputs -no_clocks]
set_input_delay [expr $clk_period * $clk_io_pct] -clock clk0 $non_clock_inputs
set_output_delay [expr $clk_period * $clk_io_pct] -clock clk0 [all_outputs]
==> job_summary.md <==
## Synthesis and layout report

| Metric | Value |
|---|---|
| CP max stage delay | 0.47 ns |
| EDFF count, synth | 0 |
| FA/HA/MAJ Cells, Area Fraction | 0.0190 |
| Commonest cells in the netlist | buf_4 (67), dfrtp_1 (15), nand2_1 (6) |
| Overall power consumption | 1.45 mW |
| Fin Setup TNS | 0 ns |
| AO/OA Area Share | 0.0692 |
| Skew-Pair Late Insertion Delay | 0.24 ns |
| Leakage | 0.624 nW |
| Worst Path Max Fanout | 2 |
| Total tool warning count | 33 |
| Clk_skew | 0.00281 ns |
| Setup Fix Bufs, Post-CTS | 0 |
| Req. time, crit path | 1.44 ns |
| Clock Tree Root | clkbuf_8 |
| Chip area | 8840 µm² |
| Core Util, Final | 0.241 |
| First-pass GRT wire length | 3.57 mm |
| # DRC | 0 |
| Initial DRT Pass Iterations | 4 |
| R2R Setup Slk | 0.38 ns |
| Num CTS Buffers | 3 |
| Setup crit start kind | flip-flop |
| Cell area leaders | buf_4 (38%), dfrtp_1 (28%), xnor2_1 (3.3%) |
| Mux frac, synth | 0.0322 |
| Via density | 3.30 |
| Synthesized area per cell | 9.23 µm² |
| Achievable Freq | 695 MHz |
| Vias | 723 |
| Die Ht | 94 µm |
| Slowest stage cell, crit path | clkdlybuf4s50_1 |
| Area share, top type | 0.381 |
| Starting DRT DRC Count | 32 |
| CTS Sinks | 16 |
| Worst IR drop on VDD | 0.000369 V |
| Slew Limit Fails | 0 |
| Crit path time final | 1.44 ns |
| FP Util | 0.254 |
| H-tree depth | 1 |
| Post-synth top area cell | buf_4 |
| Area grow syn2layout | -4.93% |
| # rows | 26 |
| Resized cells post-CTS | 0 |
| Basic Gates by Area | 0.103 |
| Clock tree buffer depth | 2 |
| RSZ-0062 raised after global routing | no |
| Initial antenna violation count | 0 |
| Worst EP arrival | 1.08 ns |
| IO Count | 84 |
| Wire per inst | 10.4 µm |
| Critical path type | reg2out |
| Status | complete, no violations |
| DP Wirelength | 1.81 mm |
| Final setup vio count | 0 |
| CTS tree | built |
| Core area | 5200 µm² |
| Yosys chip area | 1320 µm² |
| Remaining Overflow, GRT | 0 |
| Fin crit share | 0.799 |
| Critical path's top delay family | buffers and inverters |
| CTS clk-pin slew, worst paths | 0.06 ns |
| Async SR Flop Fraction | 1.00 |
| Largest net degree at the start of global routing | 19 |
| Worst path bufs/invs | 1 |
| Post-Route WL | 2.28 mm |
| Dominant Register Cell | dfrtp_1 |
| Total GRT Usage | 0.0463 |
| Port Buffers | 8 |
| Layout cells sized above 1 | 0.0805 |
| Cells in synth_stat.txt | 143 |
| Power Dens Cells | 1160 nW/µm² |
| Comb area leader | buffers and inverters |
| GP Congestion | 0.767 |
| Yosys Warn Count | 2 |
| Worst min-delay path category | in2async |
| Critical path cell sequence | clkdlybuf4s50_1 |
| Die width | 94 µm |
| Final Hold Violation Tally | 0 |
| Synth unique cells | 33 |
| Vias in the first global route | 816 |
| CP Capture Type | output pin |
| Max-cap violation count | 0 |
| Synth top cell by count | buf_4 |
| Post-synth seq share | 0.304 |
| CTS Hold Bufs | 0 |
| Post-synth regs | 16 |
| Antenna-violating nets left | 0 |
| Synth Cell Area | 1320 µm² |
| XORs/XNORs by Area | 0.0531 |
| Post-Syn Instances | 143 |
| Ant. Diodes | 0 |
cells in the final DEF (no fill, tap or decap), drive strengths merged, types with 3 or more instances in the layout:
cell type      netlist  routed
conb                 2      68
dfrtp               15      15
clkdlybuf4s50        0       8
nand2                6       6
xnor2                5       5
nor2                 5       5
clkbuf               1       4
nand4                3       3
a21oi                3       3
xor2                 3       3
nand3                3       3
routing by layer:
layer	GRT usage	vias to the layer above	routed length, µm
li1	-	342	-
met1	0.0611	330	1070
met2	0.0795	49	1060
met3	0.00565	2	123
met4	0.00886	0	23
met5	0	-	0
stage by stage:
stage | worst slack [ns] | instance area (µm²) | instances | hold WS (ns)
after floorplan | 0.581 | 1570 | 209 | 0.273
after global placement | 0.419 | 1210 | 215 | 0.533
after detailed placement | 0.402 | 1210 | 215 | 0.534
after CTS | 0.327 | 1250 | 219 | 0.432
after global routing | 0.230 | 1250 | 219 | 0.470
final | 0.361 | 1250 | 219 | 0.427
area by class of cell:
type	instances	area [µm²]
fillers	551	3950
multi-input cells	118	621
well taps	70	87.6
inverters	2	12.5
repair buffers	9	87.6
flip-flops and latches	16	402
clock buffers	4	45.0
power breakdown:
part	internal [mW]	switching (mW)
clock network	0.156	0.110
logic	0.317	0.184
registers	0.502	0.183
total	0.975	0.477
sequential cells by signal (all words and copies together) (netlist names):
register and cells:
pixel_cnt 6, mode 3, rd_addr 7
cells by family (layout without fill, tap and decap cells):
| family | count (synthesis) | after routing |
|---|---|---|
| other | 2 | 68 |
| adders and majority gates | 2 | 2 |
| and+or+nand+nor | 22 | 22 |
| AOI/OAI and AO/OA | 14 | 14 |
| buffers and inverters | 75 | 15 |
| xor gates and xnor gates | 8 | 8 |
| muxes | 4 | 4 |
| DFF | 16 | 16 |
path summary, 6_finish.rpt:
check	start	to	depth (start not counted)
setup reg to reg	pixel_cnt[2]$_DFFE_PP0P_	rd_addr[5]$_DFFE_PP0P_	5
setup / recovery	rd_addr[1]$_DFFE_PP0P_	addr_rd[1]	1
hold reg to reg	pixel_cnt[5]$_DFFE_PP0P_	pixel_cnt[5]$_DFFE_PP0P_	1
min in group clk0	pixel_cnt[5]$_DFFE_PP0P_	pixel_cnt[5]$_DFFE_PP0P_	1
max in group asynchronous	rst	mode[0]$_DFF_PP1_	3
hold / removal	rst	rd_addr[0]$_DFFE_PP0P_	3
Power is estimated from default activity; no workload was simulated.
